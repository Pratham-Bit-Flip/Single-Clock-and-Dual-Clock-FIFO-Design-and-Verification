$ cat flow/config.mk
export PLATFORM = sky130hd
export DESIGN_NAME = s_fifo
export DESIGN_NICKNAME = s_fifo
export VERILOG_FILES = /design/flow/design.v
export SDC_FILE = /design/flow/constraint.sdc
export NUM_CORES = 4
export LEC_CHECK = 1
export CORE_UTILIZATION = 50
$ cat flow/constraint.sdc
current_design s_fifo

set clk_period 4.8
set clk_io_pct 0.2

create_clock -name clk0 -period $clk_period [get_ports {clk}]

set non_clock_inputs [all_inputs -no_clocks]
set_input_delay [expr $clk_period * $clk_io_pct] -clock clk0 $non_clock_inputs
set_output_delay [expr $clk_period * $clk_io_pct] -clock clk0 [all_outputs]
$ cat flow/design.v
module s_fifo(clk,rst,buf_in,buf_out,wr_en,rd_en,buf_empty,buf_full,fifo_counter);
input clk,rst,wr_en,rd_en;
input [7:0] buf_in;
output reg [7:0] buf_out;
output reg buf_empty,buf_full;
output reg [7:0] fifo_counter;
reg [3:0] rd_ptr,wr_ptr;  
reg [7:0] buf_mem[63:0];  
always@(fifo_counter) begin
 buf_empty = (fifo_counter==0);
 buf_full = (fifo_counter==64);
 end
always@(posedge clk or posedge rst) begin    
  if(rst)
  	fifo_counter <= 0;
  else if((!buf_full && wr_en) && (!buf_empty && rd_en))
  	fifo_counter <= fifo_counter;
  else if (!buf_full && wr_en)
  	fifo_counter <= fifo_counter + 1;
  else if (!buf_empty && rd_en)
  	fifo_counter <= fifo_counter - 1;
  else 
  	fifo_counter <= fifo_counter;
 end
always@( posedge clk or posedge rst) begin
 	if(rst)
 		buf_out <= 0;
 	else begin 
 	if (rd_en && !buf_empty)
 		buf_out <= buf_mem[rd_ptr];
 	else
 		buf_out <= buf_out;
end
end
always@(posedge clk) begin
	if(wr_en && !buf_full)
		buf_mem[wr_ptr] <= buf_in;
	else
		buf_mem[wr_ptr] <= buf_mem[wr_ptr];
end
always@(posedge clk or posedge rst) begin
	if(rst) begin 
		wr_ptr <= 0;
		rd_ptr <= 0;
	end else begin
	   if(!buf_full && wr_en)
	   	wr_ptr <= wr_ptr + 1;
	   else
	   	wr_ptr <= wr_ptr;
	   if(!buf_empty && rd_en)
	   	rd_ptr <= rd_ptr + 1;
	   else
	   	rd_ptr <= rd_ptr;
	end
end 	
endmodule
$ cat flow/run.sh
#!/bin/bash
# OpenROAD 26Q1-2900-gdf79404cd8, Yosys 0.63+post, stock flow scripts
make -C /OpenROAD-flow-scripts/flow DESIGN_CONFIG=/design/flow/config.mk WORK_HOME=/design/flow/orfs finish
==> qor.tcl <==
set qor(cts-root-to-sink-buffers) 2
set qor(yosys_warnings) 1
set qor(ctsHtreeMaxLevel) 4
set qor(power.clock.fraction_pct) 22.8
set qor(clkSlewWorstSetupHoldPaths_ps) 60
set qor(route.final.wire_length_um) 20300
set qor(powerDensity_nw_per_um2) 713
set qor(yosys_most_used_dff) {sky130_fd_sc_hd__edfxtp_1}
set qor(detail_route.first_pass.iterations) 5
set qor(cp.arrival_ps) 3550
set qor(power_switching_share_pct) 35.8
set qor(ys_seq_share_pct) 60.6
set qor(cp_slowest_cell) {sky130_fd_sc_hd__or4_1}
set qor(internal_power_mw) 3.94
set qor(grt_remaining_overflow) 0
set qor(antenna_violations_before_repair) 0
set qor(yosys-stat-cells) 492
set qor(finalHoldViolations) 0
set qor(worst-endpoint-required_ps) 5100
set qor(maxCapViolations) 0
set qor(synthesis_area_per_yosys_um2) 7330
set qor(skew_ps) 10.5
set qor(i_o_pin_cnt) 30
set qor(clk_root_buffer_cell) {sky130_fd_sc_hd__clkbuf_16}
set qor(yosysTopAreaCell) {sky130_fd_sc_hd__edfxtp_1}
set qor(worst-slew-pin-transition_ps) 914
set qor(pin_count_of_the_biggest_net_entering_global_routing) 36
set qor(cts_tree) {built}
set qor(floorplan.core_util_pct) 52.0
set qor(placed_cells) 701
set qor(tritoncts_num_sinks) 152
set qor(die_w_um) 123
set qor(syn-cell-area_um2) 7330
set qor(fraction_of_final_layout_cells_with_drive_strength_greater_than_1_pct) 22.6
set qor(power.share.combinational_pct) 40.8
set qor(fin_setup_tns_ps) 0
set qor(final.setup.worst_slack_ps) 1550
set qor(crit_path_max_fanout) 13
set qor(setup_violations) 0
set qor(hp-class) {register to register}
set qor(hold_path_stages) 2
set qor(tool_warnings) 26
set qor(power.leakage_nw) 2.98
set qor(ir_worst_vdd_mv) 0.365
set qor(synthesis.area_per_instance_um2) 14.9
set qor(floorplan.die.height_um) 123
set qor(detailedPlace.worstSlack_ps) 1230
set qor(nFillCells) 1046
set qor(final_cells) 733
set qor(via_per_inst) 6.51
set qor(crit_path_end_kind) {register}
set qor(numPortBuffers) 29
set qor(dpl_cell_area_um2) 7990
set qor(grt_util_all_layers_pct) 31.7
set qor(setup.worst_path.class) {register to register}
set qor(max_stage_delay_ps) 670
set qor(gp_congestion) 0.981
set qor(post_cts.resized_instances) 0
set qor(ys_seq_elements) 152
set qor(max_fclk_ghz) 0.307
set qor(netlist_top_cells_area) {sky130_fd_sc_hd__edfxtp_1, sky130_fd_sc_hd__mux4_2, sky130_fd_sc_hd__dfrtp_1}
set qor(grt_first_pass_wirelength_um) 30400
set qor(asyncSetResetFlopFracSynth_pct) 15.8
set qor(number_of_flops_mapped_to_enable_cells_by_yosys) 128
set qor(core_region_area_um2) 14100
set qor(yosys.cell_types.count) 50
set qor(rr_worst_depth) 10
set qor(die_area_um2) 15200
set qor(area.growth.synth_to_final_pct) 17.5
set qor(insertion_delay_ps) 420
set qor(quantity_of_hold_fixing_buffers_added_after_cts) 0
set qor(detail-route-antenna-nets) 0
set qor(crit_chain) {or4_1 -> o21a_1 -> buf_4 -> inv_1 -> ha_1 -> a21o_2 -> a21oi_1 -> o21ai_0 -> xor2_1 -> mux2_2}
set qor(slew_violations) 0
set qor(post_synth_inst_count) 492
set qor(power.total_mw) 6.14
set qor(detail_route.antenna_diodes) 0
set qor(power.switching_mw) 2.20
set qor(dp_hpwl_um) 12900
set qor(post_route_drc_violation_count) 0
set qor(drtIter0Drc) 365
set qor(share_seq_of_total_power_pct) 36.4
set qor(status) {finished, final reports clean}
set qor(finalCritPeriodShare_pct) 67.8
set qor(grt_pass1_vias) 5047
set qor(final_period_minus_worst_setup_slack_ps) 3250
set qor(vias) 4774
set qor(share_of_the_synthesized_area_in_the_top_cell_type_pct) 52.4
set qor(number_of_setup_buffers_added_after_cts) 0
set qor(rsz0062_at_grt) {false}
set qor(slew-limit-headroom_pct) 39.1
set qor(avgRoutedWirePerCell_um) 27.7
set qor(placement_rows) 43
set qor(cts_made_buffers) 17
set qor(final_design_area_no_fill_um2) 8610
set qor(worst_setup_path_start_kind) {register}
==> registers in the layout, indices dropped and copies added, names as in the netlist <==
signal	cells
wr_ptr	4
buf_out	8
rd_ptr	4
fifo_counter	8
buf_mem	128
==> per-layer routing <==
metal | GRT usage (%) | vias to the layer above | part of all wire, %
met2 | 47.1 | 271 | 48
met3 | 16.8 | 36 | 13
met5 | 1.74 | - | 0
met1 | 45.7 | 2384 | 37
met4 | 5.95 | 0 | 2.5
li1 | - | 2083 | -
==> cell type report <==
cell class | count | area, µm² | area share (%)
clock buffer | 18 | 429 | 4.98
clock inverter | 14 | 196 | 2.28
inverter | 7 | 26.3 | 0.305
multi-input combinational | 299 | 2740 | 31.9
sequential | 152 | 4450 | 51.6
tap | 180 | 225 | 2.61
timing repair buffer | 63 | 546 | 6.33
==> synthesized netlist by cell type (3+ instances only) <==
cell,instances
sky130_fd_sc_hd__clkbuf_1,20
sky130_fd_sc_hd__mux4_2,36
sky130_fd_sc_hd__nor3_1,9
sky130_fd_sc_hd__a22oi_1,15
sky130_fd_sc_hd__ha_1,10
sky130_fd_sc_hd__o21a_1,3
sky130_fd_sc_hd__nand2_1,31
sky130_fd_sc_hd__o21ai_0,15
sky130_fd_sc_hd__a221oi_1,11
sky130_fd_sc_hd__dfrtp_1,24
sky130_fd_sc_hd__o221ai_1,10
sky130_fd_sc_hd__edfxtp_1,128
sky130_fd_sc_hd__a221o_1,3
sky130_fd_sc_hd__xnor2_1,9
sky130_fd_sc_hd__inv_1,5
sky130_fd_sc_hd__mux2i_1,33
sky130_fd_sc_hd__buf_1,13
sky130_fd_sc_hd__mux2_2,16
sky130_fd_sc_hd__a31oi_1,5
sky130_fd_sc_hd__nor2b_1,7
sky130_fd_sc_hd__a21oi_1,15
sky130_fd_sc_hd__xor2_1,3
sky130_fd_sc_hd__nor2_1,28
sky130_fd_sc_hd__nand2b_1,3
sky130_fd_sc_hd__o22ai_1,4
sky130_fd_sc_hd__a22o_1,5
==> cells by family after synthesis <==
logic type | synth area share, %
compound gates | 10.1
buf+inv | 2.12
xor+xnor | 1.43
mux | 18.0
fa+ha+maj | 1.98
flops | 60.6
simple gates | 5.75
==> cells in the final DEF, fill, tap and decap left out, types with 5 or more instances in the layout <==
cell type and count:
sky130_fd_sc_hd__nand2_1 31, sky130_fd_sc_hd__a221oi_1 11, sky130_fd_sc_hd__a31oi_1 5, sky130_fd_sc_hd__nor2b_1 7, sky130_fd_sc_hd__mux2i_1 33, sky130_fd_sc_hd__o221ai_1 10, sky130_fd_sc_hd__mux4_2 36, sky130_fd_sc_hd__edfxtp_1 128
sky130_fd_sc_hd__inv_1 5, sky130_fd_sc_hd__ha_1 10, sky130_fd_sc_hd__a22o_1 5, sky130_fd_sc_hd__clkbuf_16 17, sky130_fd_sc_hd__buf_4 34, sky130_fd_sc_hd__xnor2_1 9, sky130_fd_sc_hd__o21ai_0 14, sky130_fd_sc_hd__nor3_1 8
sky130_fd_sc_hd__mux2_2 16, sky130_fd_sc_hd__a21oi_1 15, sky130_fd_sc_hd__nor2_1 28, sky130_fd_sc_hd__dfrtp_1 22, sky130_fd_sc_hd__clkdlybuf4s50_1 29, sky130_fd_sc_hd__a22oi_1 15
==> power groups by stage <==
stage | Sequential [mW] | Clock, mW | Combinational, mW
after global routing | 2.28 | 1.48 | 2.70
after CTS | 2.23 | 1.42 | 2.50
final | 2.24 | 1.40 | 2.50
==> worst max-delay path, delay by kind of cell, from the launching register on <==
kind                       cells  cell delay (ps)
AOI/OAI and AO/OA              4              860
and+or+nand+nor                1              670
buffers and inverters          2              450
DFF                            1              440
adders and majority gates      1              290
muxes                          1              260
xor gates and xnor gates       1              160
==> stage by stage <==
stage | util, % | hold slack (ps)
floorplan | - | 432
global placement | 56.7 | 468
detailed placement | 56.7 | 473
CTS | 61.1 | 493
global route | 61.1 | 522
finish | 61.1 | 486
==> path summary, 6_finish.rpt <==
kind / start / to / slack [ps]
max: fifo_counter[0] / fifo_counter[5] / 1550
min: buf_out[4] / buf_out[4] / 490
max reg2reg: fifo_counter[0] / fifo_counter[5] / 1550
min reg2reg: buf_out[4] / buf_out[4] / 490
max in group asynchronous: rst / wr_ptr[1] / 3580
min in group asynchronous: rst / fifo_counter[0] / 920
Power is estimated from default activity; no workload was simulated.
