[/design/flow/design.v]
module d_fifo(clk_w, clk_r, rst, buf_in, buf_out, wr_en, rd_en, buf_empty, buf_full, fifo_counter);
input clk_w, clk_r, rst, wr_en, rd_en;
input [7:0] buf_in;
output reg [7:0] buf_out;
output reg buf_empty, buf_full;
output reg [7:0] fifo_counter;
reg [3:0] rd_ptr, wr_ptr;  
reg [7:0] buf_mem[63:0];   
reg [7:0] wr_count, rd_count;  
always @(*) begin
    buf_empty = (fifo_counter == 0);
    buf_full  = (fifo_counter == 64);
end
always @(posedge clk_w or posedge rst) begin
    if (rst)
        wr_count <= 0;
    else if (!buf_full && wr_en)
        wr_count <= wr_count + 1;
end
always @(posedge clk_r or posedge rst) begin
    if (rst)
        rd_count <= 0;
    else if (!buf_empty && rd_en)
        rd_count <= rd_count + 1;
end
always @(*) begin
    fifo_counter = wr_count - rd_count;
end
always @(posedge clk_r or posedge rst) begin
    if (rst)
        buf_out <= 0;
    else if (rd_en && !buf_empty)
        buf_out <= buf_mem[rd_ptr];
end
always @(posedge clk_w) begin
    if (wr_en && !buf_full)
        buf_mem[wr_ptr] <= buf_in;
end
always @(posedge clk_w or posedge rst) begin
    if (rst)
        wr_ptr <= 0;
    else if (!buf_full && wr_en)
        wr_ptr <= wr_ptr + 1;
end
always @(posedge clk_r or posedge rst) begin
    if (rst)
        rd_ptr <= 0;
    else if (!buf_empty && rd_en)
        rd_ptr <= rd_ptr + 1;
end
endmodule
[/design/flow/run.sh]
#!/bin/bash
# OpenROAD 26Q1-2900-gdf79404cd8, Yosys 0.63+post, stock flow scripts
make -C /OpenROAD-flow-scripts/flow DESIGN_CONFIG=/design/flow/config.mk WORK_HOME=/design/flow/orfs finish
[/design/flow/config.mk]
export PLATFORM = sky130hd
export DESIGN_NAME = d_fifo
export DESIGN_NICKNAME = d_fifo
export VERILOG_FILES = /design/flow/design.v
export SDC_FILE = /design/flow/constraint.sdc
export NUM_CORES = 4
export LEC_CHECK = 1
export CORE_UTILIZATION = 30
[/design/flow/constraint.sdc]
current_design d_fifo

set clk_period 4.9
set clk_io_pct 0.2

create_clock -name clk0 -period $clk_period [get_ports {clk_r}]
create_clock -name clk1 -period $clk_period [get_ports {clk_w}]

set non_clock_inputs [all_inputs -no_clocks]
set_input_delay [expr $clk_period * $clk_io_pct] -clock clk0 $non_clock_inputs
set_output_delay [expr $clk_period * $clk_io_pct] -clock clk0 [all_outputs]
==> notes.md <==
impl run done, here's what came out: run status finished, final reports clean, CP delay by family, top simple AND/OR/NAND/NOR gates, CP dominant cell by count inv_1, RSZ-0062 raised after global routing false, crit-path cells inv_1 > ha_1 > inv_1 > fa_1 > xor2_1 > or3_1 > a2111oi_4 > and3_2 > clkdlybuf4s50_1, DR vias 3394, busiest grt layer met2, Total Power 5.16 mW, final WL between 10 and 15 mm, met1 Use GR 15.4%, # Post-CTS Setup Buffers 0, # Cells Yosys 378, post-DR wirelength/cell 16.9 um, maxcap violations 0, largest net degree at the start of global routing 36, combinational share of power about 34%, Int Pwr 3.65 mW, Setup Viol. Count Final 0, Synth Seq Share roughly 69%, Netlist Area Pre-Place 6780 um^2, initial drt markers 180, CTS resizes 0, crit path DRT 3920 ps, core footprint approximately 22000 um^2, Hold Fails Final Rpt 0, worst-path fanout max 6, Site Rows 54, Area leader share 56.7%, routability congestion estimate 0.917, initial antenna violation count 0, EDFF count, synth 128, CTS tree done, GRT overflow 0, Worst path slowest cell clkdlybuf4s50_1, Yosys warning count 1, ys async rst share about a fifth, layout cells sized above 1 23.9%, Tightest Hold Check Type reg2reg, Leak 2.80 nW, pre-CTS WS 1080 ps, dpl hpwl 8.44 mm, area delta synth->final 19.8%, Worst Setup Slack, final 640 ps, Clock Sink Count 160, FP Core Util 30.9%, startpoint types flip-flop, port bufs 29, drt first pass iters 14, # hold bufs at CTS 0, Psw 1.51 mW, Die Wd 152 um, routed vias/inst ~4.7, count of tool warnings 27, PD cells 636 nW/um^2, Fin Setup TNS 0 ps, Clk pwr share between 20 and 30%, first-pass GRT wire length around 20 mm, Worst-Margin Slew 835 ps, aggregate global-route resource usage 12.1%, DR DRC count 0, leading area contributor after synthesis edfxtp_1, ant diodes 0, count of mapped cells out of synthesis 378, DP Cell Count approximately 700, sw frac 29.3%, I/O pin count 31, Global Route met3 Usage 8.52%, crit path DAT 3280 ps, Flop pwr share 37.8%, yosys stat chip area 6780 um^2, Buf/Inv on CP 3, CP Capture Type primary output, Flops after synth 160, final antenna-violating net count 0, number of global-route vias before repair 3770, Slew Limit Headroom 44.1%, Clock transition at path regs about 60 ps, Avg Cell Area, Syn 17.9 um^2, die area 23200 um^2, CP Class reg2out, worst vdd ir a little over 0.3 mV, GR Util met2 17.4%, Top area cell types edfxtp_1, mux4_2, dfrtp_1, Unique cell types 42, Max Slew Vio Count 0, Worst path max stage delay 470 ps, die height 152 um, Final Non-Filler Cells 720, Top FF cell, synth edfxtp_1, Worst Skew 7.58 ps
cells in the final DEF (no fill, tap or decap), drive strengths merged, types with 2 or more instances in the layout:
master         Yosys  layout
nand4              3       3
clkbuf             7      21
xor2              13      13
nand2b             4       4
nand2             15      15
or3                3       3
a211oi             2       2
clkinvlp           0       4
and2               2       2
dfrtp             32      32
buf                9      14
clkdlybuf4s50      0      29
inv               20      21
a21oi              4       4
nand3              7       7
mux2              12      12
nor3b              2       2
clkinv             0       5
nor3              16      16
o21ai              7       7
edfxtp           128     128
ha                13      13
mux4              40      40
nor2              15      15
bufinv             0       4
nor4               3       3
and3               2       2
xnor2             10      10
cell usage after synthesis, types with 2 or more instances:
master    count
nand4_1       3
o21ai_0       7
inv_1        20
nor4_1        3
buf_2         4
nor2_1       15
mux4_2       40
a21oi_1       4
edfxtp_1    128
nor3b_1       2
nand2_1      15
xnor2_1      10
ha_1         13
buf_1         2
or3_1         2
nand3_1       7
dfrtp_1      32
clkbuf_1      7
xor2_1       13
nand2b_1      4
a211oi_1      2
mux2_4        6
mux2_2        6
nor3_1       15
cells by family (layout without fill, tap and decap cells):
group | count (synthesis) | after routing | share of synthesized area (%)
AND-OR/OR-AND | 20 | 20 | 2.25
XOR/XNOR | 23 | 23 | 2.97
adder cells (fa/ha/maj) | 14 | 14 | 2.70
buffers and inverters | 36 | 98 | 2.47
flip-flops | 160 | 160 | 68.6
multiplexers | 52 | 52 | 15.6
AND/OR/NAND/NOR | 73 | 73 | 5.43
worst reg2reg max path: cells and delay by family (launching register included):
| kind | cells | cell delay, ps |
|---|---|---|
| fa+ha+maj | 2 | 540 |
| compound gates | 3 | 880 |
| buf+inv | 2 | 130 |
| xor+xnor | 1 | 270 |
| simple gates | 3 | 1180 |
| flops | 1 | 440 |
per-stage QoR:
step / utilization, % / hold slack, ps / instance area [um^2]
2_1_floorplan: - / 454 / 6780
3_3_place_gp: 33.8 / 480 / 7430
3_5_place_dp: 33.8 / 490 / 7430
4_1_cts: 37.0 / 504 / 8110
5_1_grt: 37.0 / 530 / 8110
6_report: 37.0 / 504 / 8110
sequential cells by signal, indices dropped and copies added (netlist names):
register,cells
buf_mem,128
buf_out,8
rd_count,8
wr_count,8
rd_ptr,4
wr_ptr,4
layout make-up:
| class | instances | area (um^2) |
|---|---|---|
| Sequential cell | 160 | 4650 |
| Clock inverter | 14 | 180 |
| Timing Repair Buffer | 43 | 395 |
| Clock buffer | 21 | 504 |
| Tap cell | 280 | 350 |
| Inverter | 20 | 75.1 |
| Multi-Input combinational cell | 182 | 1960 |
| Fill cell | 1966 | 13800 |
metal layers:
| metal | wire, um | vias to the layer above |
|---|---|---|
| li1 | - | 1573 |
| met1 | 4870 | 1639 |
| met2 | 5560 | 167 |
| met3 | 1580 | 15 |
| met4 | 170 | 0 |
| met5 | 0 | - |
power by group through the flow:
stage,Sequential [mW],Clock (mW),Combinational (mW)
CTS,1.96,1.48,1.78
global route,2.00,1.55,1.96
finish,1.95,1.46,1.76
path summary, 6_finish.rpt:
path / startpoint / endpoint / slack, ps / depth (start not counted)
min: rd_count[6] / rd_count[6] / 500 / 1
min reg2reg: rd_count[6] / rd_count[6] / 500 / 1
max in group clk1: wr_count[0] / buf_mem[4][6] / 1080 / 11
max: wr_count[0] / buf_full / 640 / 9
max reg2reg: wr_count[0] / buf_mem[4][6] / 1080 / 11
max in group asynchronous: rst / rd_ptr[0] / 3450 / 3
min in group clk1: wr_count[7] / wr_count[7] / 510 / 1
min in group asynchronous: rst / wr_count[6] / 960 / 3
Power and IR drop assume default switching activity.
